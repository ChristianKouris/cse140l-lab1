==> /design/flow/design.v <==
module addsub #(parameter dw=8)
(
  input [dw-1:0] dataa,		      
  input [dw-1:0] datab,
  input          add_sub,	      
  input          clk,			  
  output logic [dw-1:0] result	  
);
  always_comb begin
	 if( add_sub ) result = dataa + datab;
	 else result = dataa - datab;
  end
endmodule
module counter_down	#(parameter dw=8, parameter WIDTH=7)
(
  input               clk,
  input               reset,
  input               ena,
  output logic [dw-1:0] result);
  always @(posedge clk)	 begin
    if( reset ) result <= WIDTH;
	 else begin 
		if( ena ) begin
			result <= result;
			if( result != 0 ) result <= result - 1;
		end
	 end
  end
endmodule	
module mux2 #(parameter WIDTH = 8)
             (input  [WIDTH-1:0] d0, d1, 
              input              s, 
              output [WIDTH-1:0] y);
logic [WIDTH-1:0] out;
  always_comb
	  case( s )
	    0: 			out = d0;
		 1: 			out = d1;
	  endcase
	assign y = out;
endmodule
module mux3 #(parameter WIDTH = 8)
             (input  [WIDTH-1:0] d0, d1, d2,    
              input  [1:0]       s, 		    
              output [WIDTH-1:0] y);		    
  logic [WIDTH-1:0] out;
  always_comb
	  case( s )
	    2'b00: 			out = d0;
		 2'b01: 			out = d1;
	    2'b10: 			out = d2;
	    2'b11: 			out = d2;
	  endcase
	assign y = out;
endmodule
module mux5 (input      d0, d1, d2, d3, d4,	  
              input      [2:0]       s, 	  
              output logic y);				  
	always_comb
	  case( s )
	    0: 			y = d0;
	    1: 			y = d1;
	    2: 			y = d2;
	    3: 			y = d3;
	    4: 			y = d4;
	    default: 	y = 0;
	  endcase
endmodule
module register # (parameter N = 8)
  (input clk,
   input [N-1:0] in,		   
   output logic [N-1:0] out,   
   input load,				   
         clear
   );
  always @ (posedge clk, posedge clear)	begin
    if( clear ) out <= 0;
	 else begin
		out <= out;
		if( load ) out <= in;
	 end
  end
endmodule
module register_hl # (parameter N = 16)
 (input                clk,
  input [N/2-1:0]      inh,			   
  input [N/2-1:0]      inl,
  input                loadh,          
  input                loadl,
  input                clear,
  output logic[N-1:0]  out	  	);	   
  always_ff @ (posedge clk, posedge clear) begin
    if( clear ) out[N-1:0] <= 0;
	 else begin
		out <= out;
	   if( loadh ) out[N-1:N/2] <= inh;
		if( loadl ) out[N/2-1:0] <= inl;
	 end
  end
endmodule
module robs_control_unit_micro(
  input clk, reset,
        zq, zy, zr,
  output[14:0] c,
  output logic done
	);
  wire        load_incr;
  wire [ 4:0] upc;
  wire [22:0] uinstr;
  upcreg upc_reg(clk, reset, load_incr, uinstr[19:15], upc);
  mux5 cs_mux(1'b0, zq, zr, zy, 1'b1, uinstr[22:20], load_incr);
  rom control_memory(upc, uinstr);
  assign c = uinstr[14:0];
  always_latch 
    if(reset)          done = 0;
    else if(upc == 17) done = 1;
endmodule
module robs_datapath #(parameter WIDTH = 8)
  (
  input clk, reset,
  input [WIDTH-1:0] multiplier, multiplicand,
  input[14:0]  c,
  output [WIDTH*2-1:0] product,
  output zq, zr
	);
  wire [WIDTH-1:0] y, a, in_x, x, in_rh, in_rl, alu_out, q;
  wire [WIDTH*2-1:0] r, sr;
  logic zql, zrl;
  register reg_y(clk, multiplicand, y, c[0], 1'b0);
  register reg_a(clk, r[WIDTH*2-1:WIDTH], a, c[14], c[2]);
  register reg_x(clk, in_x, x, c[3], 1'b0);
  register_hl reg_r(clk, in_rh, in_rl, c[8], c[9], 1'b0, r);
  right_shift_register sign_ext(clk, c[12], r, c[11], sr); 
  mux2 #(8) mux_x(.d0(multiplier), .d1(r[WIDTH-1:0]), .s(c[7]), .y(in_x));
  mux3 #(8) mux_rh(.d0(a), .d1(sr[WIDTH*2-1:WIDTH]), .d2(alu_out), .s(c[5:4]), .y(in_rh));
  mux2 #(8) mux_rl(.d0(x), .d1(sr[WIDTH-1:0]), .s(c[6]), .y(in_rl));
  addsub addsub(.dataa(r[WIDTH*2-1:WIDTH]), .datab(y), .add_sub(c[10]), .clk, .result(alu_out));
  counter_down decrement8(clk, c[1], c[13], q);
  assign product = {a,x};
  always_comb begin
    zrl = 0;
	 zql= 0;
    if( r % 2 == 0 ) zrl = 1;
    if( q % 8 == 0 ) zql = 1;
  end
  assign zq = zql;
  assign zr = zrl;
endmodule
module robsmult #(parameter WIDTH = 8)
  (
  input clk,
  input reset,
  input [WIDTH-1:0] multiplier,
  input [WIDTH-1:0] multiplicand,
  output [WIDTH*2-1:0] product,  
  output done  
  );
  wire[14:0] c;	
  wire zq, zy, zr;
  robs_control_unit_micro cu(.clk, .reset, .zq, .zy, .zr, .c, .done);	
  robs_datapath dp(.clk, .reset, .multiplier, .multiplicand, .c, .product, .zq, .zr);
  assign zy = ~multiplicand[WIDTH-1];	 
endmodule
module rom(
  input [4:0] addr, 		 
  output [22:0] data);		 
  logic  [22:0] mem[0:17];	 
    initial begin
            mem[00] = 23'b00000001000000000000011;
            mem[01] = 23'b00000010000000000001100;
            mem[02] = 23'b00000011000001100000000;
            mem[03] = 23'b00101100000000000000000;
            mem[04] = 23'b01000110000000000000000;
            mem[05] = 23'b00000110000010100100000;
            mem[06] = 23'b01101001000000000000000;
            mem[07] = 23'b00001000001000000000000;
            mem[08] = 23'b10001010000000000000000;
            mem[09] = 23'b00001010001100000000000;
            mem[10] = 23'b00001011010001101010000;
            mem[11] = 23'b10000011000000000000000;
            mem[12] = 23'b01001110000000000000000;
            mem[13] = 23'b00001110000000100100000;
            mem[14] = 23'b00001111001000000000000;
            mem[15] = 23'b00010000000001101010000;
            mem[16] = 23'b00010001100000010001000;
            mem[17] = 23'b10010001000000000000000;
        end
  assign  data  = mem[addr];
endmodule
module right_shift_register #(parameter width = 16)(
  input             clk,
  input             enable,		  
  input signed [width-1:0] in,           
  input             mode,         
  output logic signed [width-1:0] out);  
	always @(posedge clk) 	begin
		if( !enable ) out <= out;
		else begin
		  if( mode ) out <= in>>1;
		  else out <= in>>>1;
		end
    end
endmodule
module toprobertsons(
  input        clk, reset, 
  input [ 7:0] multiplier,    
               multiplicand,  
  output[15:0] product,       
  output       done           
    );
  robsmult mult(clk, reset, multiplier, multiplicand, product, done);
endmodule
module upcreg(
  input              clk,
  input              reset,
  input              load_incr,
  input [4:0]        upc_next,
  output logic [4:0] upc);
  always_ff @ (posedge clk, posedge reset) begin
    if( reset ) upc <= 0;
	 else begin
      if( load_incr ) upc <= upc_next;
		else upc <= upc + 1;
    end 
  end
endmodule    
==> /design/flow/run.sh <==
#!/bin/bash
# OpenROAD 26Q1-2900-gdf79404cd8, Yosys 0.63+post, stock flow scripts
make -C /OpenROAD-flow-scripts/flow DESIGN_CONFIG=/design/flow/config.mk WORK_HOME=/design/flow/orfs finish
==> /design/flow/config.mk <==
export PLATFORM = sky130hd
export DESIGN_NAME = toprobertsons
export DESIGN_NICKNAME = toprobertsons
export VERILOG_FILES = /design/flow/design.v
export SDC_FILE = /design/flow/constraint.sdc
export NUM_CORES = 4
export LEC_CHECK = 1
export CORE_UTILIZATION = 30
==> /design/flow/constraint.sdc <==
current_design toprobertsons

set clk_period 1.3
set clk_io_pct 0.2

create_clock -name clk0 -period $clk_period [get_ports {clk}]

set non_clock_inputs [all_inputs -no_clocks]
set_input_delay [expr $clk_period * $clk_io_pct] -clock clk0 $non_clock_inputs
set_output_delay [expr $clk_period * $clk_io_pct] -clock clk0 [all_outputs]
==> impl_metrics.ini <==
; flow metrics
[place]
portBuffers = 34
placed_cell_area_sq_um = 4886
place_ws_ns = -1.227
globalplace.congestion = 0.8184
place_inst = 535
dp_hpwl_um = 5351

[global_routing]
grt_pass1_vias = 2765
gr-usage-all-layers_pct = 13.56
grt-ovfl-total = 0
grt_max_degree = 25
grt_pass1_wl_um = 13070
grt_antenna_before_repair = 0

[clocking]
cts-root-buf = clkbuf_16
insertion_delay_ns = 0.32
cts_tree = built
clock_path_buffers = 2
cts_buffers = 9
clk_pin_slew_worst_paths_ns = 0.06
htreeDepth = 3

[pwr]
power_switching_share_pct = 18.92
power_switching_mw = 0.9034
sequentialPowerShare_pct = 48.9
power_frac_comb_pct = 1.5
ir_drop_v = 0.0005038
intPower_mw = 3.871
power.density_nw_per_um2 = 851.7
p_leak_nw = 2.198
pwr-share-clk_pct = 49.6

[logic_synthesis]
synth_cell_types = 56
yosys_area_sq_um = 3587
ys.flops = 70
syn_avg_cell_area_sq_um = 12.41
async_flop_share_pct = 18.57
top_cell = edfxtp_1
top_area_cell = edfxtp_1
top_cells_by_count = edfxtp_1 (48), mux2_2 (35), nor2_1 (19)
syn-cell-area_sq_um = 3587
top_area_share_pct = 40.18
ys_warn_count = 12
ff_type = edfxtp_1
syn_inst = 289
yosys-stat-cells = 289
synthTopCellsByArea = edfxtp_1 (40%), mux2_2 (11%), dfrtp_1 (9.1%)
edf_count = 48

[cells_and_area]
reg.largest.list = mult.dp.reg_r.out: 16 flops, mult.dp.sign_ext.out: 16 flops
fill_cells = 976
seq_area_sq_um = 1943
fin_cells = 573
finalInstanceArea_sq_um = 5605
drive_gt1_share_pct = 46.28
logic_area_sq_um = 1838
syn_to_final_growth_pct = 56.26

[critical_path]
cp-end-kind = flop
start_kind = flop
critPathMaxFanout = 6
worst_ep_arrival_time_ns = 2.54
crit_type = reg2reg
required_ns = 1.37

[routing]
drtIter0Drc = 81
drc = 0
routed_via_density = 4.625
wirelength_um = 7763
vias = 2650
first_pass_iters = 23
ant_nets = 0
wire_per_inst_um = 13.55
antenna_cells = 0

[run]
drv_cap = 0
tool_warnings = 33

[sta]
max_slew.worst_pin.slew_ns = 0.3506
unclocked_pins = 1
tns_ns = -55.89
rsz0062_at_grt = true
whs_ns = 0.1948
fin_ws_ns = -1.169
setup_viol = 94
clock.fmax_mhz = 405.1
untimed_endpoints = 2
post-route-min-period_ns = 2.469
hold_viol_final = 0
finalCritPeriodShare_pct = 189.9
relSlewSlack_pct = 76.54
fin_skew_ns = 0.004568
slew_viol_final = 0

[floorplanning]
io_pins = 35
rows = 39
floorplan.die.height_um = 111.4
die_area_sq_um = 12400
die_x_um = 111.4
fp_util_pct = 31.15
core_area_sq_um = 11520

[run_status]
status = complete, but fails checks
violations = negative setup slack

[hold_path]
hp-class = in2async
[stage by stage]
stage	util (%)	power, mW
3_5_place_dp	42.43	2.452
5_1_grt	48.67	4.940
6_report	48.67	4.774
3_3_place_gp	42.43	2.453
4_1_cts	47.92	4.833
2_1_floorplan	-	2.394
[kinds of logic (layout without fill, tap and decap cells)]
| logic type | Yosys count | after routing | synth area share [%] |
|---|---|---|---|
| DFF | 69 | 69 | 53.71 |
| AOI/OAI and AO/OA | 60 | 60 | 11.72 |
| and+or+nand+nor | 59 | 59 | 8.127 |
| muxes | 42 | 42 | 12.94 |
| buffers and inverters | 26 | 167 | 3.278 |
| adders and majority gates | 17 | 17 | 6.139 |
| xor gates and xnor gates | 15 | 15 | 3.662 |
| latches | 1 | 1 | 0.4184 |
[routing by layer]
metal	part of all wire [%]	track usage (%)	vias to the layer above	wire length [um]
li1	-	-	1345	-
met1	49	20.44	1258	3773
met2	47	21.75	45	3648
met3	3.9	2.992	2	303
met4	0.49	1.261	0	38
met5	0	0	-	0
[worst paths after layout]
check,depth (start not counted),startpoint,to,slack [ns]
worst max register to register,11,mult.cu.upc_reg.upc[1]$_DFF_PP0_,mult.dp.reg_r.out[13]$_DFFE_PP_,-1.17
worst min register to register,0,mult.dp.reg_r.out[4]$_DFFE_PP_,mult.dp.sign_ext.out[3]$_DFFE_PP_,0.44
max in group asynchronous,7,mult.cu.upc_reg.upc[0]$_DFF_PP0_,mult.dp.reg_a.out[4]$_DFFE_PP0P_,0.18
worst min-delay path,2,reset,mult.cu.upc_reg.upc[3]$_DFF_PP0_,0.19
worst max-delay path,11,mult.cu.upc_reg.upc[1]$_DFF_PP0_,mult.dp.reg_r.out[13]$_DFFE_PP_,-1.17
min in group clk0,0,mult.dp.reg_r.out[4]$_DFFE_PP_,mult.dp.sign_ext.out[3]$_DFFE_PP_,0.44
[layout make-up]
type / count / share of cell area, %
well taps: 143 / 3.192
multi-input cells: 193 / 32.79
clock inverters: 6 / 1.161
repair inverters: 1 / 0.1339
repair buffers: 136 / 22.90
inverters: 14 / 1.071
flip-flops and latches: 70 / 34.67
clock buffers: 10 / 4.085
[power groups by stage]
stage	Sequential [mW]	Clock (mW)	Combinational [mW]
4_1_cts	2.34	2.43	0.0723
6_report	2.34	2.37	0.0712
5_1_grt	2.33	2.53	0.0768
[cells in the final DEF, fill, tap and decap left out, types with 5 or more instances in the layout]
master / n
ha_4: 5
nor2_1: 16
mux2_2: 31
dfxtp_1: 8
buf_12: 9
edfxtp_1: 48
clkdlybuf4s50_1: 18
a21oi_1: 13
clkbuf_16: 9
clkinvlp_4: 5
buf_6: 12
inv_1: 9
buf_4: 79
mux2i_1: 5
nand2_1: 17
dlygate4sd2_1: 16
dfrtp_1: 12
ha_1: 10
xor2_1: 9
o21ai_1: 6
[repair_timing]
| action | in CTS | in global routing |
|---|---|---|
| cloned | 3 | 0 |
| setup buffers | 19 | 2 |
| gates resized | 61 | 16 |
| pin swaps | 12 | 12 |
| endpoints found under the setup margin | 110 | 94 |
| hold buffers | 0 | 0 |
[critical path, cell delays in order, from the launching register on]
cell      delay (ns)
dfrtp_2         0.40
inv_2           0.07
ha_4            0.12
nor4bb_4        0.19
buf_6           0.16
mux2_4          0.32
ha_4            0.22
a211oi_2        0.21
o21bai_1        0.11
a21oi_1         0.16
xor2_1          0.18
o21ai_1         0.08
Power figures rest on the tool's default switching activity, not on a simulated workload.
